$ cat design/flow/design.v
module nor_gate_32to1(x, z);
	input [31:0] x;
	output wire z;
	assign z = ~(|x);
endmodule
$ cat design/flow/run.sh
#!/bin/bash
# OpenROAD 26Q1-2900-gdf79404cd8, Yosys 0.63+post, stock flow scripts
make -C /OpenROAD-flow-scripts/flow DESIGN_CONFIG=/design/flow/config.mk WORK_HOME=/design/flow/orfs finish
$ cat design/flow/config.mk
export PLATFORM = sky130hd
export DESIGN_NAME = nor_gate_32to1
export DESIGN_NICKNAME = nor_gate_32to1
export VERILOG_FILES = /design/flow/design.v
export SDC_FILE = /design/flow/constraint.sdc
export NUM_CORES = 4
export LEC_CHECK = 1
export CORE_AREA = 10 10 70 70
export DIE_AREA = 0 0 80 80
$ cat design/flow/constraint.sdc
current_design nor_gate_32to1

set clk_period 1.0
set clk_io_pct 0.2

create_clock -name clk0 -period $clk_period

set non_clock_inputs [all_inputs -no_clocks]
set_input_delay [expr $clk_period * $clk_io_pct] -clock clk0 $non_clock_inputs
set_output_delay [expr $clk_period * $clk_io_pct] -clock clk0 [all_outputs]
==> metrics.yaml <==
synthToLayoutAreaGrowth_pct: 514
nClkBuffers: 0
warning_count: 34
drt-initial-drc-count: 0
netlist_area_um2: 72.6
max_cap_violations: 0
drv_slew: 0
hold_viol_final: 0
hold_ws_ns: 0.722
top_area_cell: "nor4_1"
hold_path.class: "in2out"
drive_gt1_share_pct: 64.4
finalClockPeriodUsage_pct: 116
cp_max_fo: 1
setup_tns_ns: -0.158
worstPathCellList: "clkdlybuf4s15_1, nor4_2, nand4_1, nor2_1, buf_2"
route.detailed.drc: 0
tightest_slew_ns: 0.228
worstSetupStartpointType: "primary input"
io_pins: 33
yosysChipArea_um2: 72.6
flop_area_um2: 0
path_delay_family: "simple AND/OR/NAND/NOR gates"
fmax_mhz: 864
gr-total-overflow: 0
syn_area_per_cell_um2: 6.60
most-common-layout-cells: "clkbuf_2, clkdlybuf4s15_1, buf_2"
yosys_warnings: 0
rsz0062_at_grt: "yes"
fin_ws_ns: -0.158
cpMaxStageDelayCell: "nor4_2"
die_x_um: 80
lay_top_count: "clkbuf_2"
rows: 21
adder_share_pct: 0
fp.dieH_um: 80
ys_types: 4
xor_area_share_pct: 0
grt_max_degree: 2
cp.arrival_ns: 0.96
leakage_nw: 0.167
post-place-ws_ns: -0.971
initCoreUtil_pct: 2.12
ff_count: 0
ys_cells: 11
yosys.area_share.aoi_pct: 0
critPathMaxStageDelay_ns: 0.26
cp.required_ns: 0.80
grt_pass1_wl_mm: 1.45
grt_pass1_vias: 280
slew_headroom_pct: 84.7
post-cts-setup-buffers: 0
grt_busiest_layer: "met2"
vias_per_cell: 2.75
antenna_found_initial: 0
ir_worst_vdd_uv: 57.1
gp_congestion: 0.882
top_cell_area_share_pct: 60.3
synthMuxAreaShare_pct: 0
fin_crit_ns: 1.16
met3_usage_pct: 1.82
synth.logic.top_family: "simple AND/OR/NAND/NOR gates"
worst-path-buf-inv: 2
power_density_nw_per_um2: 255
worstSetupPathType: "in2out"
gr-usage-met2_pct: 3.93
setup_viol: 1
wl_um: 956
dieArea_um2: 6400
drt_first_pass_iters: 1
numPortBuffers: 33
coreArea_um2: 3420
met1_usage_pct: 3.56
synth-simple-area-share_pct: 100
diodes: 0
area_leaders: "nor4_1, nand4_1, nor4_2"
syn-instance-count: 11
avgRoutedWirePerCell_um: 10.5
num_vias: 250
end_kind: "output port"
drt.antenna.violating_nets: 0
grt_usage_pct: 2.75
synth_seq_share_pct: 0
violations: "negative setup slack"
status: "finished with violations"
area by class of cell:
cell class,instances,area (um^2)
Fill cell,404,2970
Multi-Input combinational cell,11,143
Tap cell,46,57.6
Timing Repair Buffer,34,245
Yosys cell counts:
library cell / count
nor4_1: 7
nor4_2: 1
nor2_1: 1
nand4_1: 2
cells by family (layout without fill, tap and decap cells):
family        Yosys count  after routing
buf+inv                 0             34
simple gates           11             11
layer usage:
layer	vias up	wire length [um]
met4	0	0
met5	-	0
li1	121	-
met2	26	336
met1	103	434
met3	0	185
final timing paths:
check	start	end	slack, ns	cells past startpoint
hold / removal	x[19]	z	0.72	5
setup / recovery	x[28]	z	-0.16	5
tightest hold or removal path, stage by stage:
cell and delay (ns):
clkbuf_2 0.08, nor4_2 0.04, nand4_1 0.06, nor2_1 0.04, buf_2 0.10
through the flow:
step | cell area, um^2 | power [W] | util, % | cells
floorplan | 72.6 | 0.00000638 | - | 11
finish | 445 | 0.000114 | 13.0 | 91
global route | 445 | 0.000123 | 13.0 | 91
CTS | 478 | 0.000117 | 14.0 | 91
detailed placement | 468 | 0.000136 | 13.7 | 91
global placement | 468 | 0.000134 | 13.7 | 91
power by group:
| part | internal, W | total [W] | switching, W | leakage [nW] |
|---|---|---|---|---|
| logic | 0.0000729 | 0.000114 | 0.0000407 | 0.167 |
| clock network | 0 | 0 | 0 | 0 |
| registers | 0 | 0 | 0 | 0 |
| total | 0.0000729 | 0.000114 | 0.0000407 | 0.167 |
timing repair:
action,in CTS,in global routing
gates resized,78,20
endpoints found under the hold margin,0,0
setup endpoints to repair,1,1
pin swaps,11,11
hold buffers,0,0
No activity file was given, so power comes from the tool's default toggle rates.
