**/design/flow/run.sh**
```bash
#!/bin/bash
# OpenROAD 26Q1-2900-gdf79404cd8, Yosys 0.63+post, stock flow scripts
make -C /OpenROAD-flow-scripts/flow DESIGN_CONFIG=/design/flow/config.mk WORK_HOME=/design/flow/orfs finish
```
**/design/flow/config.mk**
```make
export PLATFORM = sky130hd
export DESIGN_NAME = mux4to1_32
export DESIGN_NICKNAME = mux4to1_32
export VERILOG_FILES = /design/flow/design.v
export SDC_FILE = /design/flow/constraint.sdc
export NUM_CORES = 4
export LEC_CHECK = 1
export CORE_AREA = 10 10 76 76
export DIE_AREA = 0 0 86 86
```
**/design/flow/constraint.sdc**
```tcl
current_design mux4to1_32

set clk_period 1.1
set clk_io_pct 0.2

create_clock -name clk0 -period $clk_period

set non_clock_inputs [all_inputs -no_clocks]
set_input_delay [expr $clk_period * $clk_io_pct] -clock clk0 $non_clock_inputs
set_output_delay [expr $clk_period * $clk_io_pct] -clock clk0 [all_outputs]
```
**/design/flow/design.v**
```verilog
module mux2to1_32 (sel, src0, src1, z);
  input sel;
  input [31:0] src0;
  input [31:0] src1;
  output reg [31:0] z;
  always @(sel or src0 or src1)
      begin
        if (sel == 1'b0) z <= src0;
        else z <= src1;
      end
endmodule
module mux4to1_32(sel, src0, src1, src2, src3, z);
	input [1:0] sel;
	input [31:0] src0;
	input [31:0] src1;
	input [31:0] src2;
	input [31:0] src3;
	output wire [31:0] z;
	wire [31:0] z_m0;  
	wire [31:0] z_m1;  
	mux2to1_32 mux0 (.sel(sel[0]), .src0(src0), .src1(src1), .z(z_m0));
	mux2to1_32 mux1 (.sel(sel[0]), .src0(src2), .src1(src3), .z(z_m1));
	mux2to1_32 mux2 (.sel(sel[1]), .src0(z_m0), .src1(z_m1), .z(z));
endmodule
```
==> run_results.csv <==
group,metric,value,unit
status,outcome,"complete, but fails checks",
status,violations,"setup timing",
synthesis,synthCells,39,
setup_path,setup.worst_path.end_class,"primary output",
layout,drive_above_1_share,0.369,
synthesis,synth_top_area_share,0.829,
sta,slew_violations,0,
floorplan,die_h,86,um
flow_run,cap_violations,0,
global_route,grt_pass1_wl,8860,um
setup_path,cp.arrival,1.12,ns
flow_run,warnings,36,
sta,worst_slew_pin_slew,0.104,ns
route,drc_errors,0,
global_route,antenna_found_initial,1,
synthesis,syn_area_per_cell,20.9,sq um
layout,n_fill_cell,416,
route,drt_iter0_markers,15,
clock_tree,holdBufCountCts,0,
global_route,grt_max_degree,17,
route,wl_per_cell,23.6,um
sta,period_used_share,1.22,
setup_path,path_max_fanout,8,
synthesis,ys_cells,39,
pwr,irDropWorstVdd,0.158,mV
sta,fin_ws,-0.242,ns
synthesis,synth_seq_share,0,
synthesis,top_area_cell,"mux4_2",
floorplan,coreArea,4120,sq um
sta,hold_violations,0,
min_path,min_path_type,"input port to primary output",
layout,nClkBuffers,0,
sta,period_needed,1.34,ns
layout,regArea,0,sq um
route,ant_nets,0,
setup_path,crit_start,"sel[0]",
floorplan,row_count,23,
floorplan,dieArea,7400,sq um
sta,max_slew_margin,0.931,
synthesis,yosys-stat-area,815,sq um
setup_path,worstSetupPathType,"input port to primary output",
placement,gp_congestion,0.893,
global_route,grt_overflow,0,
global_route,grt_pass1_vias,1429,
synthesis,synth_cell_types,5,
layout,syn_to_final_growth,181,%
route,wl,5990,um
route,num_vias,1201,
pwr,power_density,331,nW/um^2
synthesis,synth_area,815,sq um
setup_path,required,0.88,ns
global_route,grt_use_total,0.159,
synthesis,top_cells_by_count,"mux4_2, buf_12, buf_2",
synthesis,most_common_cell,"mux4_2",
min_path,min_from,"src2[31]",
placement,portBuffers,162,
pwr,p_leak,1.11,nW
sta,rsz0062_at_grt,"yes",
route,drt-vias-per-instance,4.73,
floorplan,io_pins,162,
layout,final_cells,254,
placement,dpl.cell_count,247,
floorplan,initial_utilization,0.198,
floorplan,fp.dieW,86,um
setup_path,worstSetupStartpointType,"input port",
layout,fin_util,0.556,
synthesis,yosysWarnings,1,
route,drt_pass1_iterations,4,
placement,dp_hpwl,5290,um
placement,dp_slack,-0.853,ns
sta,fmax,745,MHz
sta,setup_violations,32,
synthesis,yosys-top-cells-area,"mux4_2, buf_12, mux4_1, buf_2, buf_6",
layout,flops,0,
[worst paths after layout]
path | slack [ns] | depth (start not counted) | end
worst max-delay path | -0.24 | 4 | z[7]
worst min-delay path | 0.91 | 3 | z[31]
[per-stage QoR]
stage | cell area, sq um | hold WS (ns) | power [mW] | setup TNS [ns]
2_1_floorplan | 823 | 0.526 | 0.261 | -0.949
3_3_place_gp | 2470 | 1.34 | 0.976 | -26.56
3_5_place_dp | 2470 | 1.35 | 0.984 | -26.70
4_1_cts | 2280 | 0.884 | 0.774 | -7.18
5_1_grt | 2290 | 0.917 | 0.822 | -7.90
6_report | 2290 | 0.909 | 0.759 | -6.81
[placed cells by master (no fill, tap or decap)]
master / count
mux4_2: 32
buf_16: 3
buf_12: 4
diode_2: 1
bufbuf_16: 1
dlygate4sd2_1: 124
buf_4: 3
buf_2: 32
clkdlybuf4s15_1: 4
[cell type report]
type	instances	area [sq um]	share of cell area
Timing Repair Buffer	171	1500	0.657
Tap cell	50	62.6	0.0273
Antenna cell	1	2.50	0.00109
Multi-Input combinational cell	32	721	0.315
[layer usage]
metal / vias up / routed length [um] / global-route usage
li1: 536 / - / -
met1: 573 / 2010 / 0.177
met2: 90 / 3200 / 0.281
met3: 2 / 754 / 0.0801
met4: 0 / 34 / 0.00749
met5: - / 0 / 0
[cell families after synthesis]
kind of cell,count (synthesis),share of synthesized area
multiplexers,32,0.894
buffers and inverters,7,0.106
[repair_timing]
action,4_1_cts,5_1_grt
endpoints found under the setup margin,32,32
setup buffers,1,1
cloned,4,0
resized,247,0
hold endpoints to repair,0,0
[power breakdown]
group          switching (mW)   total (mW)  internal (mW)
Sequential                  0            0              0
Clock                       0  0.000000121    0.000000121
Combinational           0.192        0.759          0.566
[worst max-delay path, cell delays in order]
cell    delay (ns)
buf_12        0.12
buf_12        0.14
mux4_2        0.51
buf_2         0.13
No activity file was given, so power comes from the tool's default toggle rates.
